==> flow/design.v <==
module AND (Entrada1, Entrada2, Resultado);
  input Entrada1, Entrada2;
  output Resultado;
  assign Resultado = Entrada1 & Entrada2;
endmodule
module BancoDeRegistradores (RegLido1, RegLido2, RegEscr, DadoEscr, Dado1, Dado2, RegWrite, Clock);
  input [2:0] RegLido1, RegLido2, RegEscr;
  input [7:0] DadoEscr;
  input RegWrite, Clock;
  output reg [7:0] Dado1, Dado2;
  reg [7:0] BR [7:0];
  always @(posedge Clock) begin
    if(RegWrite) begin 
      BR[RegEscr] = DadoEscr;
    end
  end
  always @(*) begin
    Dado1 = BR[RegLido1];
    Dado2 = BR[RegLido2];
  end
endmodule
module ExtensorDeSinal (Entrada, Resultado);
    input signed [4:0] Entrada;
    output signed [7:0] Resultado;
    assign Resultado = {Entrada[4], Entrada[4], Entrada[4], Entrada};
endmodule
module MUX2_3 (Entrada0, Entrada1, Controle, Resultado);
  input [2:0] Entrada0, Entrada1;
  input Controle;
  output [2:0] Resultado;
  assign Resultado = Controle ? Entrada1 : Entrada0;
endmodule
module MUX2_8 (Entrada0, Entrada1, Controle, Resultado);
  input [7:0] Entrada0, Entrada1;
  input Controle;
  output [7:0] Resultado;
  assign Resultado = Controle ? Entrada1 : Entrada0;
endmodule
module MUX3_3 (Entrada0, Entrada1, Entrada2, Controle, Resultado);
  input [2:0] Entrada0, Entrada1, Entrada2;
  input [1:0] Controle;
  output [2:0] Resultado;
  assign Resultado = (Controle == 2'b00) ? Entrada0 :
                     (Controle == 2'b01) ? Entrada1 :
                      Entrada2;
endmodule
module MUX3_8 (Entrada0, Entrada1, Entrada2, Controle, Resultado);
  input [7:0] Entrada0, Entrada1, Entrada2;
  input [1:0] Controle;
  output [7:0] Resultado;
  assign Resultado = (Controle == 2'b00) ? Entrada0 :
                     (Controle == 2'b01) ? Entrada1 :
                      Entrada2;
endmodule
module PC (PCIn, PCOut, PCWrite, Clock);
  input [7:0] PCIn;
  output reg [7:0] PCOut;
  input PCWrite, Clock;
  reg [7:0] PC;
  always @(posedge Clock) begin
    if(PCWrite)
      PC = PCIn;
  end
  always @(negedge Clock) begin
    PCOut = PC;
  end
endmodule
module Somador (Entrada1, Entrada2, Resultado);
  input signed [7:0] Entrada1, Entrada2;
  output signed [7:0] Resultado;
  assign Resultado = Entrada1 + Entrada2;
endmodule
module ULA (Entrada1, Entrada2, Zero, Resultado, ALUOp);
  input signed [7:0] Entrada1, Entrada2;
  input [1:0] ALUOp;
  output reg Zero;
  output reg [7:0] Resultado;
  always @(Entrada1, Entrada2) begin
    case (ALUOp)
      2'b00: Resultado = Entrada1 + Entrada2;
      2'b01: Resultado = ~Entrada1 + 1;
      2'b10: Resultado = Entrada1 - Entrada2;
      2'b11: begin 
        Resultado = Entrada1 - Entrada2;
        Resultado[6:0] = {7{Resultado[7]}};
      end
      default: ;
    endcase
    Zero = |Resultado;
    Zero = ~Zero;
  end
endmodule
module UnidadeControle (Opcode, Funct, PCWrite, RegOrg1, RegOrg2, RegDst, RegWrite, ALUSrc1, ALUSrc2, ALUOp, JumpValue, Cond, Jump, MenWrite, MenRead, MenToReg);
  input [1:0] Opcode;
  input [2:0] Funct;
  output reg PCWrite, RegOrg1, RegDst, RegWrite, ALUSrc1, Cond, Jump, MenWrite, MenRead, MenToReg;
  output reg [1:0] ALUSrc2, ALUOp, JumpValue, RegOrg2;
  always @(Opcode, Funct) begin
        case (Opcode)
            2'b00: begin
                case (Funct)
                    3'b000: begin  
                        PCWrite = 0; 
                        RegOrg1 = 1'bX;
                        RegOrg2 = 2'bXX;
                        RegDst = 1'bX;
                        RegWrite = 0;
                        ALUSrc1 = 1'bX;
                        ALUSrc2 = 2'bXX;
                        ALUOp = 2'bXX;
                        JumpValue = 2'bXX;
                        Cond = 1'bX;
                        Jump = 1'bX;
                        MenWrite = 0;
                        MenRead = 0;
                        MenToReg = 1'bX;
                    end
                    3'b001: begin  
                        PCWrite = 1;
                        RegOrg1 = 0;
                        RegOrg2 = 2'bXX;
                        RegDst = 1;
                        RegWrite = 1;
                        ALUSrc1 = 1'bX;
                        ALUSrc2 = 2'bXX;
                        ALUOp = 2'bXX;
                        JumpValue = 2'bXX;
                        Cond = 1'bX;
                        Jump = 0;
                        MenWrite = 0;
                        MenRead = 1;
                        MenToReg = 1;
                    end
                    3'b010: begin  
                        PCWrite = 1; 
                        RegOrg1 = 0;
                        RegOrg2 = 2'b10;
                        RegDst = 1'bX;
                        RegWrite = 0;
                        ALUSrc1 = 1'bX;
                        ALUSrc2 = 2'bXX;
                        ALUOp = 2'bXX;
                        JumpValue = 2'bXX;
                        Cond = 1'bX;
                        Jump = 0;
                        MenWrite = 1;
                        MenRead = 0;
                        MenToReg = 1'bX;
                    end
                    3'b011: begin  
                        PCWrite = 1; 
                        RegOrg1 = 0;
                        RegOrg2 = 2'bXX;
                        RegDst = 1'bX;
                        RegWrite = 0;
                        ALUSrc1 = 1'bX;
                        ALUSrc2 = 2'bXX;
                        ALUOp = 2'bXX;
                        JumpValue = 2'b01;
                        Cond = 0;
                        Jump = 1;
                        MenWrite = 0;
                        MenRead = 0;
                        MenToReg = 1'bX;
                    end
                    3'b100: begin  
                        PCWrite = 1; 
                        RegOrg1 = 1'bX;
                        RegOrg2 = 2'bXX;
                        RegDst = 0;
                        RegWrite = 1;
                        ALUSrc1 = 0;
                        ALUSrc2 = 2'b10;
                        ALUOp = 2'b00;
                        JumpValue = 2'bXX;
                        Cond = 1'bX;
                        Jump = 0;
                        MenWrite = 0;
                        MenRead = 0;
                        MenToReg = 0;
                    end
                    3'b101: begin  
                        PCWrite = 1; 
                        RegOrg1 = 0;
                        RegOrg2 = 2'bXX;
                        RegDst = 0;
                        RegWrite = 1;
                        ALUSrc1 = 1;
                        ALUSrc2 = 2'bXX;
                        ALUOp = 2'b01;
                        JumpValue = 2'bXX;
                        Cond = 1'bX;
                        Jump = 0;
                        MenWrite = 0;
                        MenRead = 0;
                        MenToReg = 0;
                    end
                    3'b110: begin  
                        PCWrite = 1; 
                        RegOrg1 = 0;
                        RegOrg2 = 2'bXX;
                        RegDst = 1'bX;
                        RegWrite = 0;
                        ALUSrc1 = 1;
                        ALUSrc2 = 2'b10;
                        ALUOp = 2'b10;
                        JumpValue = 2'b10;
                        Cond = 1;
                        Jump = 1;
                        MenWrite = 0;
                        MenRead = 0;
                        MenToReg = 1'bX;
                    end
                    default: ;
                endcase
            end
            2'b01: begin  
                PCWrite = 1; 
                RegOrg1 = 0;
                RegOrg2 = 2'b00;
                RegDst = 0;
                RegWrite = 1;
                ALUSrc1 = 1;
                ALUSrc2 = 2'b00;
                ALUOp = 2'b00;
                JumpValue = 2'bXX;
                Cond = 1'bX;
                Jump = 0;
                MenWrite = 0;
                MenRead = 0;
                MenToReg = 0;
            end
            2'b10: begin
                case(Funct[0])
                    1'b0:  begin  
                        PCWrite = 1; 
                        RegOrg1 = 1;
                        RegOrg2 = 2'bXX;
                        RegDst = 1;
                        RegWrite = 1;
                        ALUSrc1 = 1;
                        ALUSrc2 = 2'b01;
                        ALUOp = 2'b00;
                        JumpValue = 2'bXX;
                        Cond = 1'bX;
                        Jump = 0;
                        MenWrite = 0;
                        MenRead = 0;
                        MenToReg = 0;
                    end
                    1'b1:  begin  
                        PCWrite = 1;
                        RegOrg1 = 1'bX;
                        RegOrg2 = 2'bXX;
                        RegDst = 1'bX;
                        RegWrite = 0;
                        ALUSrc1 = 1'bX;
                        ALUSrc2 = 2'bXX;
                        ALUOp = 2'bXX;
                        JumpValue = 2'b00;
                        Cond = 0;
                        Jump = 1;
                        MenWrite = 0;
                        MenRead = 0;
                        MenToReg = 1'bX;
                    end
                endcase
            end
            2'b11: begin 
                case(Funct[0])
                    1'b0:  begin  
                        PCWrite = 1;
                        RegOrg1 = 0;
                        RegOrg2 = 2'b01;
                        RegDst = 1'bX;
                        RegWrite = 0;
                        ALUSrc1 = 1;
                        ALUSrc2 = 2'b00;
                        ALUOp = 2'b10;
                        JumpValue = 2'b10;
                        Cond = 1;
                        Jump = 1;
                        MenWrite = 0;
                        MenRead = 0;
                        MenToReg = 1'bX;
                    end
                    1'b1:  begin  
                        PCWrite = 1;
                        RegOrg1 = 0;
                        RegOrg2 = 2'b01;
                        RegDst = 1;
                        RegWrite = 1;
                        ALUSrc1 = 1;
                        ALUSrc2 = 2'b00;
                        ALUOp = 2'b11;
                        JumpValue = 2'bXX;
                        Cond = 1'bX;
                        Jump = 0;
                        MenWrite = 0;
                        MenRead = 0;
                        MenToReg = 0;
                    end
                endcase
            end
            default: ;
        endcase
  end
endmodule
module nRisc(Reset, Clock, InstrucaoLida, EnderecoDados, DadoEscrito, DadoLido);
    input Reset, Clock;
    input [7:0] InstrucaoLida;
    input [7:0] DadoLido;
    inout [7:0] EnderecoDados, DadoEscrito;
    wire PCWrite, RegOrg1, RegDst, RegWrite, Cond, Jump, MemWrite, MemRead, MemToReg, ALUSrc1;
    wire [1:0] ALUSrc2, ALUOp, JumpValue, RegOrg2;
    wire [7:0] PCOut;
    wire [7:0] ResultadoSomador1, ResultadoSomador2;
    wire [7:0] Dado1, Dado2;
    wire [7:0] ImediatoExtendido;
    wire [2:0] SaidaMuxRegOrg1, SaidaMuxRegOrg2, SaidaMuxRegDst;
    wire [7:0] SaidaMuxJumpValue, SaidaMuxALUSrc1, SaidaMuxALUSrc2;
    wire [7:0] ResultadoALU;
    wire ZeroALU;
    wire ResultadoAND;
    wire [7:0] SaidaMuxEntradaJump, SaidaMuxJump, SaidaMuxMemToReg;
    MUX2_3 muxRegOrg1(.Entrada0(InstrucaoLida[5:3]), 
                      .Entrada1(3'b101), 
                      .Controle(RegOrg1), 
                      .Resultado(SaidaMuxRegOrg1)
                     );
    MUX3_3 muxRegOrg2(.Entrada0(InstrucaoLida[2:0]), 
                      .Entrada1({1'b0, InstrucaoLida[2:1]}), 
                      .Entrada2(3'b101), 
                      .Controle(RegOrg2), 
                      .Resultado(SaidaMuxRegOrg2)
                     );
    MUX2_3 muxRegDst(.Entrada0(InstrucaoLida[5:3]),
                     .Entrada1(3'b101),
                     .Controle(RegDst),
                     .Resultado(SaidaMuxRegDst)
                    );
    UnidadeControle unidadeControle (.Opcode(InstrucaoLida[7:6]), 
                                     .Funct(InstrucaoLida[2:0]), 
                                     .PCWrite(PCWrite), 
                                     .RegOrg1(RegOrg1), 
                                     .RegOrg2(RegOrg2), 
                                     .RegDst(RegDst), 
                                     .RegWrite(RegWrite), 
                                     .ALUSrc1(ALUSrc1), 
                                     .ALUSrc2(ALUSrc2), 
                                     .ALUOp(ALUOp), 
                                     .JumpValue(JumpValue), 
                                     .Cond(Cond), 
                                     .Jump(Jump), 
                                     .MenWrite(MenWrite), 
                                     .MenRead(MemRead), 
                                     .MenToReg(MemToReg)
                                    );
    BancoDeRegistradores bancoDeRegistradores(.RegLido1(SaidaMuxRegOrg1), 
                                              .RegLido2(SaidaMuxRegOrg2), 
                                              .RegEscr(SaidaMuxRegDst), 
                                              .DadoEscr(SaidaMuxMemToReg), 
                                              .Dado1(Dado1), 
                                              .Dado2(Dado2), 
                                              .RegWrite(RegWrite), 
                                              .Clock(Clock)
                                             );
    assign EnderecoDados = Dado1;
    assign DadoEscrito = Dado2;
    ExtensorDeSinal extensorDeSinal (.Entrada(InstrucaoLida[5:1]), 
                                     .Resultado(ImediatoExtendido)
                                    );
    Somador Somador1(.Entrada1(PCOut), 
                     .Entrada2(8'b00000001), 
                     .Resultado(ResultadoSomador1)
                    );
    MUX3_8 muxJumpValue(.Entrada0(ImediatoExtendido), 
                        .Entrada1(Dado1), 
                        .Entrada2(8'b00000001), 
                        .Controle(JumpValue), 
                        .Resultado(SaidaMuxJumpValue));
    MUX2_8 muxALUSrc1 (.Entrada0(8'b00000000), 
                       .Entrada1(Dado1), 
                       .Controle(ALUSrc1), 
                       .Resultado(SaidaMuxALUSrc1)
                      );
    MUX3_8 muxALUSrc2 (.Entrada0(Dado2), 
                       .Entrada1({3'b000, InstrucaoLida[5:1]}), 
                       .Entrada2(8'b00000000),
                       .Controle(ALUSrc2), 
                       .Resultado(SaidaMuxALUSrc2)
                      );
    Somador Somador2 (.Entrada1(ResultadoSomador1), 
                      .Entrada2(SaidaMuxJumpValue), 
                      .Resultado(ResultadoSomador2)
                     );
    ULA ula (.Entrada1(SaidaMuxALUSrc1), 
             .Entrada2(SaidaMuxALUSrc2), 
             .Zero(ZeroALU), 
             .Resultado(ResultadoALU), 
             .ALUOp(ALUOp)
            );
    AND andCond (.Entrada1(Cond), 
                 .Entrada2(ZeroALU), 
                 .Resultado(ResultadoAND)
                );
    MUX2_8 muxEntradaJump (.Entrada0(ResultadoSomador2), 
                           .Entrada1(ResultadoSomador1), 
                           .Controle(ResultadoAND), 
                           .Resultado(SaidaMuxEntradaJump)
                          );
    MUX2_8 muxJump (.Entrada0(ResultadoSomador1), 
                    .Entrada1(SaidaMuxEntradaJump), 
                    .Controle(Jump), 
                    .Resultado(SaidaMuxJump)
                   );
    MUX2_8 muxMemToReg (.Entrada0(ResultadoALU), 
                        .Entrada1(DadoLido), 
                        .Controle(MemToReg), 
                        .Resultado(SaidaMuxMemToReg)
                       );
    PC pc1 (.PCIn(SaidaMuxJump), 
            .PCOut(PCOut), 
            .PCWrite(PCWrite), 
            .Clock(Clock)
            );
endmodule
==> flow/run.sh <==
#!/bin/bash
# OpenROAD 26Q1-2900-gdf79404cd8, Yosys 0.63+post, stock flow scripts
make -C /OpenROAD-flow-scripts/flow DESIGN_CONFIG=/design/flow/config.mk WORK_HOME=/design/flow/orfs finish
==> flow/config.mk <==
export PLATFORM = sky130hd
export DESIGN_NAME = nRisc
export DESIGN_NICKNAME = nRisc
export VERILOG_FILES = /design/flow/design.v
export SDC_FILE = /design/flow/constraint.sdc
export NUM_CORES = 4
export LEC_CHECK = 1
export CORE_UTILIZATION = 40
==> flow/constraint.sdc <==
current_design nRisc

set clk_period 5.8
set clk_io_pct 0.2

create_clock -name clk0 -period $clk_period [get_ports {Clock}]

set non_clock_inputs [all_inputs -no_clocks]
set_input_delay [expr $clk_period * $clk_io_pct] -clock clk0 $non_clock_inputs
set_output_delay [expr $clk_period * $clk_io_pct] -clock clk0 [all_outputs]
==> changes_impl.md <==
### Physical design

- Outcome: did not finish
- Failed at: clock tree synthesis
- Err: [error] [KeplerFormal.cpp:679] Workflow failed: Iso has multiple drivers: .EnderecoDados0, _382_.Y0
- Chip Area, Yosys: roughly 4700 um2
- Register pins left without a clock: 10
- RD Place Congestion: 0.930
- Post-synthesis cell type with the largest instance count: edfxtp_1
- Num rows: 39
- Area leader share: approximately two fifths
- Syn Area/Cell: about 11 um2
- Post-CTS setup buffers: 0
- Root buf cell: clkbuf_16
- Yosys warnings: 5
- Die height: around 110 um
- Synth Cell Area: 4680 um2
- Total CTS buffers: 9
- Top area cell types: edfxtp_1, mux4_2, ha_1, dlxtn_1, mux2i_1
- Final HPWL DP: between 8000 and 9000 um
- Yosys Instances: roughly 430
- Endpoints left unconstrained: 10
- Starting Density: just over 40%
- Clock Tree Buf Depth: 2
- # hold bufs at CTS: 0
- Mapped Cells: ~430
- CTS H-tree lvls: 3
- Dominant cell type by area after synthesis: edfxtp_1
- Post-synth EDFFs: between 60 and 70
- Synth cell count leaders: edfxtp_1, nand2_1, inv_1
- Num ports: 34
- Synth flops: 74
- Dominant flop cell: edfxtp_1
- Buffers on Ports: 16
- Number of gates resized after CTS: 0
- Die width: about 110 um
- Synth async-reset ratio: 0%
- Library cells used by synthesis: 66
[stage by stage]
stage	hold slack (ns)	instance area, um2	std cells	worst slack [ns]	utilization (%)
global placement	1.40	5190	600	0.226	45.5
floorplan	1.01	4680	427	0.671	-
detailed placement	1.41	5190	600	0.163	45.5
[logic make-up after synthesis]
logic type | synth area share (%)
AOI/OAI and AO/OA | 13.3
xor gates and xnor gates | 2.62
adders and majority gates | 5.14
buffers and inverters | 5.54
DFF | 41.1
latches | 3.21
muxes | 14.6
and+or+nand+nor | 14.5
