### /design/flow/config.mk
export PLATFORM = sky130hd
export DESIGN_NAME = MemoriaDados
export DESIGN_NICKNAME = MemoriaDados
export VERILOG_FILES = /design/flow/design.v
export SDC_FILE = /design/flow/constraint.sdc
export NUM_CORES = 4
export LEC_CHECK = 1
export CORE_UTILIZATION = 40
### /design/flow/constraint.sdc
current_design MemoriaDados

set clk_period 20.1
set clk_io_pct 0.2

create_clock -name clk0 -period $clk_period [get_ports {Clock}]

set non_clock_inputs [all_inputs -no_clocks]
set_input_delay [expr $clk_period * $clk_io_pct] -clock clk0 $non_clock_inputs
set_output_delay [expr $clk_period * $clk_io_pct] -clock clk0 [all_outputs]
### /design/flow/design.v
module MemoriaDados (Endereco, DadoEscr, DadoLido, MenWrite, MenRead, Clock);
  input [7:0] Endereco, DadoEscr;
  input Clock, MenWrite, MenRead;
  output reg [7:0] DadoLido;
  reg [7:0] Dados [0:255];
  always @(posedge Clock) begin
    if(MenWrite)
      Dados[Endereco] = DadoEscr;
  end
  always @(*) begin
    if(MenRead)
      DadoLido = Dados[Endereco];
  end
endmodule
### /design/flow/run.sh
#!/bin/bash
# OpenROAD 26Q1-2900-gdf79404cd8, Yosys 0.63+post, stock flow scripts
make -C /OpenROAD-flow-scripts/flow DESIGN_CONFIG=/design/flow/config.mk WORK_HOME=/design/flow/orfs finish
==> results.ini <==
[outcome]
status=completed

[layout]
design_area_um2=88600
syn_to_final_growth_pct=12.9
drive_above_1_share_pct=24.9
final-instance-count-excl-fill=6475
utilization_pct=45.5

[critical_path]
worstSetupPathType=in -> reg
worst-path-max-fanout=52
endpoint_kind=register
worstPathArrival_ns=8.06
cp-start-kind=input port
cp.required_ns=20.54

[grt]
grt_max_degree=125
grt_pass1_wl_um=279000
grtUsageTotal_pct=21.5
grt_pass1_vias=41300
grt_overflow=0
antenna_found_initial=0

[die]
chipWidth_um=445
die_h_um=445
core_area_um2=195000
fp_util_pct=40.3
die-area_um2=198000
num_rows=162
ioPinCount=27

[routing]
num_vias=36700
drt_iter0_markers=2512
dr.pass1.iters=5
antenna_left=0
drc=0
viasPerCell=5.67
wire_per_inst_um=29.3
drt_wl_total_um=190000

[logic_synthesis]
yosysWarnings=1
avgSynthCellArea_um2=22.1
edf_count=2048
syn_area_um2=78500
async_reset_ff_share_pct=0
synth_top_flop_cell=edfxtp_1
yosys.area.top_type_share_pct=78.4
top_area_cell=edfxtp_1
synth.top_cells.by_count=edfxtp_1, mux4_2, a22oi_1
ys.flops=2056
postSynthCellCount=3547
area_leaders=edfxtp_1, mux4_2, a22oi_1, nor2_1, a21oi_1
synth_top_cell_by_count=edfxtp_1
ys_cells=3547
ys_area_um2=78500
ys_types=22

[power_and_ir_drop]
total_power_mw=8.77
power_leakage_nw=26.6
ir_drop_v=0.0000943
power_density_nw_per_um2=99.1

[sta]
postLayoutSetupSlackWorst_ns=12.48
setup_viol=0
finalSetupTns_ns=0
untimed_endpoints=16
rsz0062_at_grt=false
fmax_mhz=131
unclocked_regs=8
relSlewSlack_pct=32.9
hold_violations=0
whs_ns=3.60
period_needed_ns=7.62
finalMaxSlewViolations=0
fin_crit_sh_pct=37.9
worst_pin_slew_ns=0.994

[cts]
cts_tree=yes
cts.clk_slew.worst_paths_ns=0.06
cts_root_buf=clkbuf_16
cts_hold_buf=0
cts_buffers=197
htree_levels=4
cts_max_path_buffers=3
cts_setup_buffers=0
ctsResizeCount=0

[job]
warning_count=32
cap_violations=0

[placed_design]
numPortBuffers=26
dp_cells=6109
place_area_um2=82100
gp_congestion=0.910
place_ws_ns=11.69
place_hpwl_um=114000

[hold_path]
hp-class=in -> reg

==> worst paths after layout <==
kind  slack (ns)         from            end  cells after the start
min         3.60  DadoEscr[5]   Dados[19][5]                      1
max        12.48  Endereco[2]  Dados[244][6]                      6
==> where the power goes <==
part	switching, mW	internal, mW
combinational	0.263	0.133
clock	1.60	2.06
sequential	0.00289	4.71
total	1.87	6.90
==> flip-flops by register name, summed over array words and instances, names as in the netlist <==
| signal | count |
|---|---|
| DadoLido | 8 |
| Dados | 2048 |
==> worst max-delay path, stage by stage <==
cell             delay, ns
clkdlybuf4s50_1       0.79
nor2b_4               0.67
buf_4                 0.68
nand3_1               0.77
buf_4                 0.51
nor2_1                0.56
==> cell type report <==
class | instances | area, um^2
antenna | 2 | 5.00
timing repair buffer | 170 | 1420
multi-input combinational | 1258 | 15800
inverter | 1 | 3.75
sequential | 2056 | 61600
clock buffer | 230 | 5050
clock inverter | 134 | 1410
tap | 2624 | 3280
fill | 15800 | 106000
==> placed cells by master, fill, tap and decap left out, types with 13 or more instances in the layout <==
| cell | synthesis | final |
|---|---|---|
| nor3_1 | 30 | 30 |
| edfxtp_1 | 2048 | 2048 |
| nand3_1 | 13 | 13 |
| clkdlybuf4s50_1 | 0 | 16 |
| clkinv_1 | 0 | 45 |
| buf_4 | 16 | 142 |
| a21oi_1 | 128 | 128 |
| clkinv_2 | 0 | 34 |
| a22oi_1 | 256 | 256 |
| bufinv_16 | 0 | 19 |
| nand2_1 | 28 | 28 |
| mux4_2 | 512 | 512 |
| clkbuf_1 | 145 | 33 |
| o41ai_1 | 32 | 32 |
| nor2_1 | 232 | 231 |
| clkbuf_16 | 0 | 197 |
==> logic make-up after synthesis <==
kind of cell / share of synthesized area [%]
AND/OR/NAND/NOR: 1.73
buffers and inverters: 1.40
AND-OR/OR-AND: 3.62
multiplexers: 14.7
latches: 0.153
flip-flops: 78.4
==> per-layer routing <==
| layer | up-vias | track usage [%] | part of all wire (%) |
|---|---|---|---|
| met5 | - | 1.20 | 0.15 |
| met4 | 8 | 4.71 | 2.7 |
| met3 | 244 | 16.7 | 17 |
| met2 | 2383 | 30.6 | 47 |
| met1 | 18700 | 27.2 | 33 |
| li1 | 15400 | - | - |
No activity file was given, so power comes from the tool's default toggle rates.
